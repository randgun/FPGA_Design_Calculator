### /design/flow/design.v
module in_ctrl(
input CLK_1K,
input RST,
input [3:0] key_value,
input flag,
input [11:0] num_result,
output [11:0] reg1,
output [11:0] reg2,
output [3:0] opcodedd,
output [11:0] num_out
);
localparam IDLE = 4'b0000;
localparam S0 = 4'b0001;
localparam S1 = 4'b0010;
localparam S2 = 4'b0100;
reg [11:0]num_reg1;
reg [11:0]num_reg2;
assign reg1 = num_reg1;
assign reg2 = num_reg2;
reg [3:0] state_now, next;
reg [3:0] opcode_reg;
reg [3:0] opcode;
reg done;
reg [1:0] flag_in_r;
wire flag_in_pos;
reg flag_1;
assign num_out = reg2 ? reg2 : reg1;
assign opcodedd = opcode;
always@(posedge CLK_1K or negedge RST)
begin
if(~RST)
  state_now <= S0;
else
  state_now <= next;
end
always@(posedge CLK_1K or negedge RST)
begin
  if(~RST)
    begin
      num_reg1 <= 0;
      num_reg2 <= 0;
      opcode_reg <= 0;
      opcode <= 0;
      next <= 4'b0001;
      done<= 0;
    end
  else if(flag_1&!done)
    begin
    case(state_now)
    S0:if((key_value >= 4'h0)&&(key_value <= 4'h9))
          num_reg1 <= {num_reg1[7:0],key_value};
      else if(key_value>=4'ha && key_value <= 4'hd)
        begin
          next<=S1;
          opcode_reg <= key_value;
        end
    S1:if(key_value >= 4'ha && key_value<= 4'hd)
         opcode_reg <= key_value;
       else if(key_value >= 4'h0 && key_value <= 4'h9)
         begin
          num_reg2 <= {num_reg2[7:0],key_value[3:0]};
          opcode<=opcode_reg;
         end
       else if(key_value == 4'he)
         begin
           next <= S2;       
         end
     S2:if(key_value>=4'h0 && key_value<=4'h9)
        begin 
          num_reg2 <= 0;
          opcode_reg <=0;
          num_reg1 <= key_value;
          next <= S0;
        end
        else if((key_value >= 4'ha) && (key_value <= 4'hd))
          begin
            num_reg1 <= num_result;
            num_reg2 <= 0;
            opcode_reg <= key_value;
            next <= S1;
          end
     endcase
     done = 1;
   end
   else if(flag_in_pos)
     done = 0;
end
always@(posedge CLK_1K or negedge RST)
begin
  if(!RST)
    flag_in_r <= 2'b0;
  else
    flag_in_r <= {flag_in_r[0], flag};
end
assign flag_in_pos = ~flag_in_r[1] & flag_in_r[0];
always@(posedge CLK_1K or negedge RST)
begin
  if(!RST)
    flag_1 <= 0;
  else if (flag_in_pos)
  begin
    flag_1 <= 1'b1;
  end
  else if(done)
    flag_1 = 0;
  else 
    flag_1 <= flag_1;
end
endmodule
### /design/flow/run.sh
#!/bin/bash
# OpenROAD 26Q1-2900-gdf79404cd8, Yosys 0.63+post, stock flow scripts
make -C /OpenROAD-flow-scripts/flow DESIGN_CONFIG=/design/flow/config.mk WORK_HOME=/design/flow/orfs finish
### /design/flow/config.mk
export PLATFORM = sky130hd
export DESIGN_NAME = in_ctrl
export DESIGN_NICKNAME = in_ctrl
export VERILOG_FILES = /design/flow/design.v
export SDC_FILE = /design/flow/constraint.sdc
export NUM_CORES = 4
export LEC_CHECK = 1
export CORE_UTILIZATION = 50
### /design/flow/constraint.sdc
current_design in_ctrl

set clk_period 4.6
set clk_io_pct 0.2

create_clock -name clk0 -period $clk_period [get_ports {CLK_1K}]

set non_clock_inputs [all_inputs -no_clocks]
set_input_delay [expr $clk_period * $clk_io_pct] -clock clk0 $non_clock_inputs
set_output_delay [expr $clk_period * $clk_io_pct] -clock clk0 [all_outputs]
==> results_slide.txt <==
Flow Results at a Glance

Power and ir drop
  – Leakage power of the design: 0.001337 uW
  – Power density over the cells: 273.9 mW/mm2
  – Final Total Pwr: 815.7 uW
  – Worst IR drop on VDD: 0.0001884 V

Die
  – Fraction of the core area occupied by cells at floorplan: 52.57%
  – Number of top-level design ports: 59
  – Chip area: 0.004885 mm2
  – Chip width: 69.89 um
  – Die boundary height: 69.89 um
  – Row cnt: 24
  – Area of the core: 0.004384 mm2

Clock network
  – Worst-skew pair later-pin latency: 0.29 ns
  – CTS Hold Bufs: 0
  – Clock slew at reported path FFs: 0.08 ns
  – TritonCTS clock tree: done
  – # H-tree levels: 2
  – TritonCTS buffer count: 5
  – Number of cells upsized or downsized after cts: 0
  – Clock sink count: 44
  – Root buf cell: clkbuf_8
  – Setup Fix Bufs, Post-CTS: 0
  – Maximum clock path buffer count: 2

Setup path
  – Cells on worst reg2reg path: 4
  – Startpoint of the most critical register-to-register path: state_now[1]
  – Arrival time at the worst endpoint: 2.38 ns
  – Critical path startpoint category: flip-flop
  – CP Capture Type: output pin
  – Category of the most critical setup path: reg2out
  – Worst path required time: 3.68 ns
  – Biggest fanout along the worst timing path: 11
  – Crit Reg-Reg Endpoint: num_reg1[1]
  – Worst reg-to-reg setup slack: 2.15 ns

Logic synthesis
  – Cell area after synthesis: 0.002305 mm2
  – Flip-flop and latch count after synthesis: 44
  – Top_reg_cell synth: dfrtp_1
  – Yosys Warn Count: 1
  – Number of cells in the yosys synthesis report: 194
  – Cell accounting for the most synthesized area: dfrtp_1
  – Most frequent cell after synthesis: dfrtp_1
  – Async set or reset register ratio after synthesis: 100.0%
  – Number of library cell types mapped by synthesis: 48
  – Post-synth tally of flip-flops with integrated enable: 0
  – Cell types with the largest area share after synthesis: dfrtp_1 (46%), mux2_2 (6.4%), mux2_4 (5.9%)
  – Mean instance size in the synthesized netlist: 11.88 um2
  – Area reported by Yosys stat: 0.002305 mm2
  – Proportion of synthesized chip area in sequential cells: 47.88%
  – Synthesized instance count: 194
  – Most frequent cells after synthesis: dfrtp_1 (42), nand2_1 (17), mux2_2 (13), a21o_1 (12)
  – Area share, top type: 45.60%

Finish
  – Layout Cell Area excl Fill: 0.002978 mm2
  – Layout fillers: 330
  – Share of final-layout standard cells stronger than drive strength 1: 20.63%
  – Area delta synth->final: 29.21%

Global route
  – Overall overflow remaining after global route: 0
  – Total Routing Usage GR: 21.58%
  – Number of global-route vias before repair: 1626
  – Largest net degree at the start of global routing: 45
  – Initial antenna violation count: 0
  – Global-route wire length before repair: 8052 um

Drt
  – Vias per cell: 5.717
  – Count of inserted antenna diode cells: 0
  – Remaining DRCs: 0
  – Number of iterations in the first detailed-routing pass: 4
  – Antenna viol nets, final: 0
  – Initial detailed-routing violation count: 113
  – Routed wire per std cell: 16.09 um
  – Vias after detailed routing: 1738
  – Total Wirelength: 4890 um

Timing
  – Number of max-slew violations in the final report: 0
  – Max frequency: 303.1 MHz
  – Worst-case headroom to the max-slew limit: 52.18%
  – Clock Skews: 0.005412 ns
  – Tmin final: 3.299 ns
  – Setup TNS Final: 0 ns
  – Final hold violations: 0
  – Final critical-path setup slack: 1.301 ns
  – Post-route clock period utilization: 71.73%
  – Transition at the pin with the smallest max-transition slack: 0.7074 ns
  – # setup viols final: 0
  – Setup repair after global routing missed its margin: false

Placement
  – Cell area after placement: 0.002856 mm2
  – Dpl ws: 1.269 ns
  – Final RePlAce weighted congestion: 1.029
  – Count of input and output buffers: 58
  – DP Wirelength: 3568 um

Flow run
  – Reported max-cap violation count: 0
  – Number of warnings in the stage logs: 26

Min path
  – Start point of the worst hold path: next[3]
  – Worst hold endpoint: state_now[3]
  – Worst hold stages: 0
  – Hold Crit Class: reg2reg

Run status
  – Result of the run: completed
==> cell usage in the layout (no fill, tap or decap), types with 6 or more instances in the layout <==
master            n
inv_1            10
dfrtp_1          42
clkbuf_8          6
mux2_4            9
mux2_2           13
nor2_1           10
a21o_1           12
mux2i_1           9
nand2_1          17
a21oi_1           6
nand3_1           6
clkdlybuf4s50_1  57
==> where the power goes <==
group	total [uW]	switching (uW)	internal (uW)
logic	98.4	45.4	53.0
clock network	302	125	177
registers	415	13.3	402
total	816	183	632
==> metal layers <==
layer  share of wire, %  global-route usage (%)  vias to the layer above  wire [um]
met1                 45                   34.93                      845       2195
met4                1.6                   3.333                        0         76
met3                6.8                   4.234                        8        334
met5                  0                       0                        -          0
li1                   -                       -                      821          -
met2                 47                   32.91                       64       2284
==> metrics by stage <==
| step | hold slack [ns] | utilization, % | cells |
|---|---|---|---|
| final | 0.3664 | 67.92 | 304 |
| after global routing | 0.3802 | 67.92 | 304 |
| after CTS | 0.3694 | 67.92 | 304 |
| after detailed placement | 0.3528 | 65.15 | 296 |
| after global placement | 0.3570 | 65.15 | 296 |
| after floorplan | 0.3461 | - | 194 |
==> kinds of logic after synthesis <==
family / count (synthesis) / synth area share, %
compound gates: 43 / 15.69
xor+xnor: 3 / 1.140
fa+ha+maj: 1 / 0.4343
buf+inv: 21 / 6.460
flops: 44 / 47.88
mux: 31 / 16.12
simple gates: 51 / 12.27
==> worst max-delay path: stages, from the launching register on <==
cell             delay [ns]
dfrtp_1                0.47
nor4_1                 0.30
nand3_1                0.12
nor2_1                 0.53
a21o_1                 0.21
clkdlybuf4s50_1        0.45
==> layout make-up <==
cell class	count	area, um2	share of cell area, %
Clock buffer	6	82.58	2.773
Inverter	10	37.54	1.261
Timing Repair Buffer	61	598.1	20.08
Sequential cell	44	1104	37.06
Multi-Input combinational cell	129	1052	35.34
Clock inverter	2	38.79	1.303
Tap cell	52	65.06	2.185
==> worst max-delay path by stage <==
stage                        from           to  depth (start not counted)
after CTS             num_reg2[6]   num_out[2]                          5
after global routing  num_reg2[3]  num_out[10]                          5
final                 num_reg2[6]   num_out[3]                          5
Power figures rest on the tool's default switching activity, not on a simulated workload.
