$ cat ./run.sh
#!/bin/bash
# OpenROAD 26Q1-2900-gdf79404cd8, Yosys 0.63+post, stock flow scripts
make -C /OpenROAD-flow-scripts/flow DESIGN_CONFIG=/design/flow/config.mk WORK_HOME=/design/flow/orfs finish
$ cat ./config.mk
export PLATFORM = sky130hd
export DESIGN_NAME = ps2scan
export DESIGN_NICKNAME = ps2scan
export VERILOG_FILES = /design/flow/design.v
export SDC_FILE = /design/flow/constraint.sdc
export NUM_CORES = 4
export LEC_CHECK = 1
export CORE_UTILIZATION = 30
$ cat ./constraint.sdc
current_design ps2scan

set clk_period 2.3
set clk_io_pct 0.2

create_clock -name clk0 -period $clk_period [get_ports {clk}]

set non_clock_inputs [all_inputs -no_clocks]
set_input_delay [expr $clk_period * $clk_io_pct] -clock clk0 $non_clock_inputs
set_output_delay [expr $clk_period * $clk_io_pct] -clock clk0 [all_outputs]
$ cat ./design.v
module ps2scan(
	clk, rst_n,
	ps2_clk, ps2_data,
	ps2_byte, ps2_state
    );
	input clk;
	input rst_n;
	input ps2_clk;
	input ps2_data;
	output [7:0] ps2_byte;	 
	output ps2_state;
reg ps2_clk_r0,ps2_clk_r1,ps2_clk_r2;
wire neg_ps2_clk;
always @(posedge clk or negedge rst_n) begin
if (!rst_n)  begin
        ps2_clk_r0 <= 1'b0;
        ps2_clk_r1 <= 1'b0;
        ps2_clk_r2 <= 1'b0;
    end
    else begin
        ps2_clk_r0 <= ps2_clk;
        ps2_clk_r1 <= ps2_clk_r0;
        ps2_clk_r2 <= ps2_clk_r1;
    end    
end  
assign neg_ps2_clk = ps2_clk_r2 & (~ps2_clk_r1);
reg [7:0] ps2_byte_r;         
reg [7:0] temp_data;          
reg [3:0] num;
always @(posedge clk or negedge rst_n) begin
    if (!rst_n) begin
        num <= 4'd0;
        temp_data <= 8'd0;
    end
    else if (neg_ps2_clk) begin
        case (num)
            4'd0: begin
                num <= num + 1'b1;
            end
            4'd1: begin
                num <= num + 1'b1;
                temp_data[0] <= ps2_data;
            end
            4'd2: begin
                num <= num + 1'b1;
                temp_data[1] <= ps2_data;
            end
            4'd3: begin
                num <= num + 1'b1;
                temp_data[2] <= ps2_data;
            end
            4'd4: begin
                num <= num + 1'b1;
                temp_data[3] <= ps2_data;
            end
            4'd5: begin
                num <= num + 1'b1;
                temp_data[4] <= ps2_data;
            end
            4'd6: begin
                num <= num + 1'b1;
                temp_data[5] <= ps2_data;
            end
            4'd7: begin
                num <= num + 1'b1;
                temp_data[6] <= ps2_data;
            end
            4'd8: begin
                num <= num + 1'b1;
                temp_data[7] <= ps2_data;
            end
            4'd9: begin
                num <= num + 1'b1;
            end
            4'd10: begin
                num <= 4'b0;
            end
            default: num <= 4'd0;
        endcase
    end
end 
reg key_f0;                 
reg ps2_state_r;         
always @(posedge clk or negedge rst_n) begin
        if (!rst_n) begin
            key_f0 <= 1'b0;
            ps2_state_r <= 1'b0;
            ps2_byte_r <= 8'd0;
        end
        else if (num == 4'd10) begin     
	    if (temp_data == 8'hf0)  
	    begin 
                key_f0 <= 1'b1;
            end    
            else begin
                if (key_f0) begin     
                    ps2_state_r <= 1'b1;
                    ps2_byte_r <= temp_data;
                    key_f0 <= 1'b0;
                end
                else begin
                    ps2_state_r <= 1'b0;
                    key_f0 <= 1'b0;
                end
            end    
        end
        else    ps2_state_r <= 1'b0;
    end  
    reg [7:0] ps2_ascii = 8'h00;     
    always @(posedge clk) 
    begin
        case (ps2_byte_r)
            8'h16: ps2_ascii = 8'h31;     
            8'h1e: ps2_ascii = 8'h32;     
            8'h26: ps2_ascii = 8'h33;     
            8'h25: ps2_ascii = 8'h34;     
            8'h2e: ps2_ascii = 8'h35;     
            8'h36: ps2_ascii = 8'h36;     
            8'h3d: ps2_ascii = 8'h37;     
            8'h3e: ps2_ascii = 8'h38;     
            8'h46: ps2_ascii = 8'h39;     
            8'h45: ps2_ascii = 8'h30;     
	    8'h1c: ps2_ascii = 8'h61;     
            8'h32: ps2_ascii = 8'h62;     
            8'h21: ps2_ascii = 8'h63;     
            8'h23: ps2_ascii = 8'h64;     
	    8'h24: ps2_ascii = 8'h65;     
            default    ps2_ascii = 8'hfe;
        endcase    
    end
    assign ps2_byte = ps2_ascii;
    assign ps2_state = ps2_state_r;
endmodule
==> impl_results.html <==
<p>Metrics extracted from the flow reports.</p>
<table>
<tr><th>Metric</th><th>Value</th></tr>
<tr><th colspan="2">Power and ir drop</th></tr>
<tr><td>Static Leak</td><td>~0.81 nW</td></tr>
<tr><td>Worst IR Drop VDD</td><td>around 570 uV</td></tr>
<tr><td>P per Cell Area</td><td>769 nW/um2</td></tr>
<tr><th colspan="2">Critical path</th></tr>
<tr><td>Cell at the slowest stage of the critical path</td><td>sky130_fd_sc_hd__nor3b_4</td></tr>
<tr><td>Classification of the worst setup path</td><td>flop to flop</td></tr>
<tr><td>Endpoint of the most critical setup path</td><td>ps2_byte_r[6]</td></tr>
<tr><td>Crit. path cell count</td><td>5</td></tr>
<tr><td>CP Launch Point</td><td>num[0]</td></tr>
<tr><td>Critical path buffer and inverter count</td><td>1</td></tr>
<tr><td>Launching point of the worst reg2reg path</td><td>num[0]</td></tr>
<tr><td>Data arrival time at the worst-slack endpoint</td><td>2.05 ns</td></tr>
<tr><td>Worst R2R Path Depth</td><td>5</td></tr>
<tr><td>Delay of the slowest critical-path stage</td><td>0.50 ns</td></tr>
<tr><td>Critical path, cell by cell</td><td>inv_1 -&gt; ha_1 -&gt; nand3b_4 -&gt; nor3b_4 -&gt; mux2_4</td></tr>
<tr><td>Dominant delay contributor by cell family on the critical path</td><td>simple AND/OR/NAND/NOR gates</td></tr>
<tr><td>Largest fanout of any net on the critical path</td><td>9</td></tr>
<tr><td>Worst reg-to-reg setup slack</td><td>0.42 ns</td></tr>
<tr><td>Critical path endpoint category</td><td>flop</td></tr>
<tr><td>Setup crit start kind</td><td>flop</td></tr>
<tr><td>Required arrival time at the worst endpoint</td><td>2.46 ns</td></tr>
<tr><td>Worst R2R End</td><td>ps2_byte_r[6]</td></tr>
<tr><th colspan="2">Clock tree</th></tr>
<tr><td>Number of resized instances in the post-cts repair step</td><td>0</td></tr>
<tr><td>CTS buffer count</td><td>5</td></tr>
<tr><td>Clock tree from TritonCTS</td><td>yes</td></tr>
<tr><td>Longest Clk Path Bufs</td><td>2</td></tr>
<tr><td>CTS hold repair buffers</td><td>0</td></tr>
<tr><td>Count of clock tree sinks</td><td>33</td></tr>
<tr><td>Deepest level of the CTS H-tree</td><td>2</td></tr>
<tr><td>Setup repair bufs after CTS</td><td>0</td></tr>
<tr><td>Clock latency on the worst-skew pair</td><td>approximately 0.28 ns</td></tr>
<tr><td>Register clock-pin slew on the reported worst setup and hold paths</td><td>0.06 ns</td></tr>
<tr><td>Clk root buf</td><td>sky130_fd_sc_hd__clkbuf_8</td></tr>
<tr><th colspan="2">Die</th></tr>
<tr><td>Die extent in y</td><td>roughly 80 um</td></tr>
<tr><td>I/O pin cnt</td><td>13</td></tr>
<tr><td>Initial standard-cell utilization of the core</td><td>between 30% and 40%</td></tr>
<tr><td>Horizontal extent of the die</td><td>between 70 and 80 um</td></tr>
<tr><td>Area enclosed by the die boundary</td><td>a little over 6000 um2</td></tr>
<tr><td>Placement row count</td><td>27</td></tr>
<tr><td>Core footprint</td><td>roughly 5500 um2</td></tr>
<tr><th colspan="2">Placement</th></tr>
<tr><td>Total of buffers placed on input and output ports</td><td>12</td></tr>
<tr><td>Gp weighted congestion</td><td>roughly 0.83</td></tr>
<tr><td>Inst Count DP</td><td>roughly 240</td></tr>
<tr><td>HPWL after detailed placement</td><td>approximately 2000 um</td></tr>
<tr><th colspan="2">Flow run</th></tr>
<tr><td>Number of warnings in the stage logs</td><td>28</td></tr>
<tr><td>Number of maximum-capacitance violations</td><td>0</td></tr>
<tr><th colspan="2">Layout</th></tr>
<tr><td>Total of fill cells in the finished design</td><td>568</td></tr>
<tr><td>Fraction of layout cells with a size suffix above 1</td><td>between 10% and 20%</td></tr>
<tr><td>Layout overhead on the synthesized area</td><td>15.7%</td></tr>
<tr><td>Multi-input logic area</td><td>877 um2</td></tr>
<tr><td>Most frequent logic cell in the layout</td><td>sky130_fd_sc_hd__dfrtp_1</td></tr>
<tr><td>Most used cells in the layout excluding fill and tap cells</td><td>25 x sky130_fd_sc_hd__dfrtp_1, 12 x sky130_fd_sc_hd__nand2_1, 12 x sky130_fd_sc_hd__clkdlybuf4s50_1, 11 x sky130_fd_sc_hd__mux2_2</td></tr>
<tr><td>Post-route insts no fill</td><td>between 200 and 250</td></tr>
<tr><td>Area taken by flip-flops and latches</td><td>around 790 um2</td></tr>
<tr><th colspan="2">Min path</th></tr>
<tr><td>Path class of the lowest-slack min-delay path</td><td>flop to flop</td></tr>
<tr><th colspan="2">Global routing</th></tr>
<tr><td>First-pass GRT wire length</td><td>5010 um</td></tr>
<tr><td>Global router's overall resource usage</td><td>between 10% and 20%</td></tr>
<tr><td>Initial antenna violation count</td><td>0</td></tr>
<tr><td>Pin count of the biggest net entering global routing</td><td>26</td></tr>
<tr><td>Aggregate global routing overflow</td><td>0</td></tr>
<tr><td>Via count of the first global-routing pass</td><td>approximately 1,100</td></tr>
<tr><th colspan="2">Final timing</th></tr>
<tr><td>Skew final</td><td>about 0.0036 ns</td></tr>
<tr><td>Headroom to the max-slew limit</td><td>approximately three fifths</td></tr>
<tr><td>Unrepaired setup endpoints after global routing</td><td>no</td></tr>
<tr><td>Slew @ Worst Pin</td><td>between 0.6 and 0.7 ns</td></tr>
<tr><td>Final setup viols</td><td>0</td></tr>
<tr><td>Final hold slack</td><td>approximately 0.35 ns</td></tr>
<tr><td>Peak Freq</td><td>approximately 530 MHz</td></tr>
<tr><td>Setup_tns</td><td>0 ns</td></tr>
<tr><td>Crit share post-route</td><td>81.9%</td></tr>
<tr><td>Final Hold Violation Tally</td><td>0</td></tr>
<tr><td>Final Slew Violations</td><td>0</td></tr>
<tr><td>Final critical delay including setup and external delays</td><td>between 1.5 and 2 ns</td></tr>
<tr><th colspan="2">Logic synthesis</th></tr>
<tr><td># Cells Yosys</td><td>approximately 160</td></tr>
<tr><td>Summed standard-cell area reported by yosys</td><td>between 1500 and 2000 um2</td></tr>
<tr><td>Average size of a mapped cell</td><td>about 11 um2</td></tr>
<tr><td>Summed instance area of the synthesized netlist</td><td>between 1500 and 2000 um2</td></tr>
<tr><td>Gate count after technology mapping</td><td>around 160</td></tr>
<tr><td>Synth Register Bits</td><td>33</td></tr>
<tr><td>Yosys synthesis warning count</td><td>1</td></tr>
<tr><td>Synth cell types</td><td>44</td></tr>
<tr><td>Portion of the post-synthesis area used by sequential elements</td><td>45.5%</td></tr>
<tr><th colspan="2">Detailed routing</th></tr>
<tr><td>Total via count after detailed routing</td><td>roughly 1,200</td></tr>
<tr><td>Pre-Repair DR Iteration Count</td><td>4</td></tr>
<tr><td>Vias per std cell</td><td>between 4 and 5</td></tr>
<tr><td>Final antenna diode count</td><td>0</td></tr>
<tr><td>Residual antenna-violating net count after detailed routing</td><td>0</td></tr>
<tr><td>Routed wire length</td><td>2900 um</td></tr>
<tr><td>Drc violations</td><td>0</td></tr>
<tr><td>Violation count after the first detailed-routing iteration</td><td>61</td></tr>
<tr><td>Mean routed wirelength per cell</td><td>~12 um</td></tr>
<tr><th colspan="2">Run status</th></tr>
<tr><td>Run status</td><td>finished, final reports clean</td></tr>
</table>
[power breakdown]
part           total, mW  switching (mW)  leakage (nW)  internal [mW]
sequential         0.771          0.0938         0.386          0.677
clock              0.469           0.199        0.0542          0.270
combinational      0.296           0.150         0.373          0.146
total               1.54           0.443         0.813           1.09
[flip-flops by register name, indices dropped and copies added (netlist names)]
name	flops
ps2_state_r	1
ps2_ascii	8
key_f0	1
ps2_clk_r1	1
ps2_byte_r	8
ps2_clk_r2	1
temp_data	8
num	4
ps2_clk_r0	1
[Yosys cell counts (all sizes together)]
| cell | number | area share [%] |
|---|---|---|
| a21oi | 1 | 0.29 |
| a22oi | 1 | 0.44 |
| a31oi | 5 | 1.8 |
| a32oi | 1 | 0.51 |
| a41oi | 1 | 0.51 |
| and2 | 2 | 0.73 |
| buf | 7 | 2.3 |
| clkbuf | 2 | 0.44 |
| conb | 1 | 0.22 |
| dfrtp | 25 | 36 |
| dfxtp | 8 | 9.3 |
| ha | 4 | 2.9 |
| inv | 4 | 0.87 |
| mux2 | 18 | 13 |
| mux2i | 3 | 1.7 |
| nand2 | 12 | 2.6 |
| nand2b | 5 | 1.8 |
| nand3 | 10 | 2.9 |
| nand3b | 2 | 1.6 |
| nand4 | 1 | 0.36 |
| nor2 | 11 | 2.8 |
| nor2b | 6 | 2.2 |
| nor3 | 5 | 1.5 |
| nor3b | 1 | 1.1 |
| nor4 | 2 | 0.73 |
| nor4b | 3 | 1.9 |
| o211a | 1 | 0.58 |
| o21ai | 7 | 2.0 |
| o21bai | 1 | 0.44 |
| o22ai | 3 | 1.1 |
| o31a | 1 | 0.51 |
| o31ai | 1 | 0.44 |
| o32a | 1 | 0.58 |
| or3b | 2 | 1.2 |
| or4 | 1 | 0.65 |
| xnor2 | 2 | 1.0 |
| xor2 | 1 | 0.51 |
[kinds of logic after synthesis]
family | count (synthesis) | synth area share, %
buffers and inverters | 13 | 3.63
AND-OR/OR-AND | 24 | 9.21
adder cells (fa/ha/maj) | 4 | 2.90
multiplexers | 21 | 15.0
other | 1 | 0.217
XOR/XNOR | 3 | 1.52
flip-flops | 33 | 45.5
AND/OR/NAND/NOR | 63 | 22.0
[stage by stage]
stage          setup slack [ns]  instance area (um2)  utilization [%]  power, mW
5_1_grt                   0.272                 2000             36.0       1.63
4_1_cts                   0.412                 2000             36.0       1.55
6_report                  0.417                 2000             36.0       1.54
3_5_place_dp              0.420                 1900             34.2       1.07
3_3_place_gp              0.447                 1900             34.2       1.07
2_1_floorplan             0.553                 1730                -      0.990
[worst min-delay path by stage]
stage | from | to | slack, ns | cells after the start
6_report | ps2_clk_r0 | ps2_clk_r1 | 0.35 | 0
5_1_grt | ps2_clk_r0 | ps2_clk_r1 | 0.37 | 0
4_1_cts | ps2_clk_r0 | ps2_clk_r1 | 0.36 | 0
[cell type report]
class                           count  share of cell area, %
Multi-Input combinational cell    116                   43.9
Sequential cell                    33                   39.3
Timing Repair Buffer               13                   6.39
Clock buffer                        7                   4.82
Tap cell                           72                   4.51
Inverter                            4                  0.752
Clock inverter                      1                  0.251
[per-layer routing]
layer | routed length [um] | global-route usage, %
met1 | 1450 | 15.2
met2 | 1320 | 17.0
met5 | 0 | 0
met3 | 92 | 2.39
met4 | 42 | 1.32
Power is estimated from default activity; no workload was simulated.
