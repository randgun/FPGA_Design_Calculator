$ cat design.v
module calculate(
  input [11:0]num_reg1,
  input [11:0]num_reg2,
  input[3:0]sym,
  input eval_flag,
  input rst,
  input clk,
  output [7:0 ]result
);
reg flag;
reg [7:0] sum1;
reg [7:0] sum2;
reg [7:0] binary;
reg [1:0]b;
assign result = binary;
always @(posedge clk or negedge rst )
begin
  if(!rst)
    b <= 2'b00;
  else 
b <= {b[0],eval_flag};
end
always @(posedge clk )
begin
    if(eval_flag == 1)
    case (sym) 
           4'ha: binary <= (num_reg1[11:8]*100+num_reg1[7:4]*10+num_reg1[3:0]) + (num_reg2[11:8]*100+num_reg2[7:4]*10+num_reg2[3:0]);
           4'hb: binary <= (num_reg1[11:8]*100+num_reg1[7:4]*10+num_reg1[3:0]) - (num_reg2[11:8]*100+num_reg2[7:4]*10+num_reg2[3:0]);
           4'hc: binary <= (num_reg1[11:8]*100+num_reg1[7:4]*10+num_reg1[3:0]) * (num_reg2[11:8]*100+num_reg2[7:4]*10+num_reg2[3:0]);
           4'hd: binary <= (num_reg1[11:8]*100+num_reg1[7:4]*10+num_reg1[3:0]) / (num_reg2[11:8]*100+num_reg2[7:4]*10+num_reg2[3:0]);
     default: binary <= binary;
endcase
end
endmodule
$ cat run.sh
#!/bin/bash
# OpenROAD 26Q1-2900-gdf79404cd8, Yosys 0.63+post, stock flow scripts
make -C /OpenROAD-flow-scripts/flow DESIGN_CONFIG=/design/flow/config.mk WORK_HOME=/design/flow/orfs finish
$ cat constraint.sdc
current_design calculate

set clk_period 38.3
set clk_io_pct 0.2

create_clock -name clk0 -period $clk_period [get_ports {clk}]

set non_clock_inputs [all_inputs -no_clocks]
set_input_delay [expr $clk_period * $clk_io_pct] -clock clk0 $non_clock_inputs
set_output_delay [expr $clk_period * $clk_io_pct] -clock clk0 [all_outputs]
$ cat config.mk
export PLATFORM = sky130hd
export DESIGN_NAME = calculate
export DESIGN_NICKNAME = calculate
export VERILOG_FILES = /design/flow/design.v
export SDC_FILE = /design/flow/constraint.sdc
export NUM_CORES = 4
export LEC_CHECK = 1
export CORE_UTILIZATION = 30
==> results.txt <==
Hold crit path type - primary input to flip-flop
Type of origin of the critical path - primary input
Data arrival, critical path - 86.36 ns
Maximum number of pins on one net before global-route repair - 28
Slew margin rel. - 35.64%
Top-Level Pins - 39
Violation tally from detailed-route iteration zero - 2,168
Core outline area - 0.07913 mm²
Antenna diode instance count - 0
Yosys stat cell total - 3,443
Top Family by Delay on Critical Path - AND-OR/OR-AND gates
Final wirelength - 99,110 µm
Cell area after technology mapping - 0.02406 mm²
EDFF count, synth - 8
Crit-path max FO - 23
Result of the run - finished with violations
Drt first pass iters - 6
Die outline width - 285.2 µm
Portion of the post-synthesis area used by sequential elements - 0.9983%
Setup WS pre-CTS - -49.18 ns
Final max-slew violation count - 0
F_max - 11.58 MHz
Non-filler cells, final - 6,366
Cell with the most instances after synthesis - sky130_fd_sc_hd__ha_1
Number of flip-flops in the largest register - 8
Biggest area contributors in the synthesized netlist - sky130_fd_sc_hd__ha_1 (21%), sky130_fd_sc_hd__o21a_1 (6.5%), sky130_fd_sc_hd__nor2_1 (5.7%), sky130_fd_sc_hd__a21oi_1 (5.0%), sky130_fd_sc_hd__nor3_1 (4.8%)
Last weighted congestion value of the routability-driven placer - 1.001
Share of async-settable or async-resettable flops after synthesis - 0%
Wire length per cell - 15.57 µm
Failing checks - negative setup slack
Initial standard-cell utilization of the core - 30.41%
Setup crit end kind - flip-flop
Prevailing post-synth register cell - sky130_fd_sc_hd__edfxtp_1
Bufs on Longest Clock Path - 2
Half-perimeter wire length after placement - 72,500 µm
Finished layout cell area - 0.04285 mm²
Vias - 33,708
Grt total ovfl - 0
Chip area - 0.08135 mm²
Master of the slowest instance on the critical path - sky130_fd_sc_hd__fa_1
Standard-cell row count - 103
Setup slack of the critical path after layout - -48.07 ns
Post-synthesis cell type with the largest combined area - sky130_fd_sc_hd__ha_1
Global-route usage over all layers - 23.47%
Number of endpoints with negative hold slack in the final report - 0
Most flop-heavy register - binary
OpenROAD warning count - 36
Transition at the pin with the smallest max-transition slack - 0.9625 ns
Number of antenna violations at the first check in global routing - 0
Endpoints failing setup - 8
Reg clk slew, reported paths - 0.04 ns
Number of routed nets with antenna violations - 0
Top cells by count - sky130_fd_sc_hd__ha_1 (396), sky130_fd_sc_hd__nor2_1 (368), sky130_fd_sc_hd__nand2_1 (302)
Post-synth area from yosys stat - 0.02406 mm²
Setup repair after global routing missed its margin - yes
Post-route DRC violation count - 0
Placed cell count - 5,951
MaxCap Viol Count - 0
Cell chosen for the clock root - sky130_fd_sc_hd__clkbuf_16
Number of H-tree levels - 1
Shortest period the worst path allows - 86.37 ns
Clock Sink Count - 8
Input/output buffers - 37
Cell count after synthesis - 3,443
Warnings, synthesis - 1
Die Y-Extent - 285.2 µm
Final critical-path share of the clock period - 225.5%
Largest registers - binary (8)
First-pass GRT wire length - 157,900 µm
Vias in the first global route - 31,619
Cell Area, Placed - 0.03792 mm²
Share of Yosys cell area claimed by the top area cell type - 20.59%
Avg Vias per Cell - 5.295
Number of buffers created by CTS - 3
Cell variety after synth - 120
Crit Path Class - primary input to flip-flop
Layout Area Growth over Synthesis - 78.08%
Share of post-route cells with drive strength above 1 - 46.84%
# hold bufs at CTS - 0
Post-Synthesis Mean Instance Area - 6.989 µm²
Crit path buf inv count - 126
Largest incremental delay on the critical path - 0.54 ns
Ys flops - 8
Clock tree from TritonCTS - yes
CP Data Required Time - 38.29 ns
[cells by family (layout without fill, tap and decap cells)]
family / Yosys count / count (layout) / synth area share [%]
and+or+nand+nor: 1432 / 1433 / 30.00
AOI/OAI and AO/OA: 1123 / 1124 / 32.65
adders and majority gates: 421 / 421 / 22.59
xor gates and xnor gates: 187 / 187 / 6.806
buffers and inverters: 186 / 2039 / 3.099
muxes: 85 / 85 / 3.848
DFF: 8 / 8 / 0.9983
other: 1 / 19 / 0.01558
[timing repair]
item                                    4_1_cts  5_1_grt
setup buffers                               322      105
gates resized                               206      166
gates cloned                                  2        0
endpoints found under the hold margin         0        0
endpoints found under the setup margin        8        8
pin swaps                                   186      199
[metal layers]
layer  share of wire [%]  up-vias  global-route usage [%]
met5                   0        -                       0
met2                  42     1071                   36.22
met3                 6.0      197                   2.206
met1                  50    15583                   35.28
li1                    -    16857                       -
met4                 2.3        0                   5.120
[stage by stage]
| stage | setup TNS (ns) | utilization, % | hold WS [ns] |
|---|---|---|---|
| 5_1_grt | -328.06 | 54.15 | 8.401 |
| 3_5_place_dp | -310.96 | 47.93 | 8.389 |
| 4_1_cts | -291.21 | 52.33 | 8.377 |
| 6_report | -302.65 | 54.15 | 8.373 |
| 3_3_place_gp | -303.79 | 47.93 | 8.390 |
| 2_1_floorplan | -325.43 | - | 7.930 |
[final cells by class]
class / count / area (µm²)
clock buffers: 3 / 75.07
inverters: 109 / 409.1
fillers: 6675 / 36280
repair buffers: 1927 / 14710
flip-flops and latches: 8 / 240.2
multi-input cells: 3269 / 26100
well taps: 1050 / 1314
[path summary, 6_finish.rpt]
check | slack [ns] | to | start | depth (start not counted)
worst max-delay path | -48.07 | binary[0] | num_reg2[8] | 479
worst min-delay path | 8.37 | binary[2] | eval_flag | 2
[cell usage in the layout (no fill, tap or decap), types with 40 or more instances in the layout]
cell type / Yosys / routed
sky130_fd_sc_hd__nand4_1: 45 / 45
sky130_fd_sc_hd__o21ai_0: 135 / 100
sky130_fd_sc_hd__o21a_1: 208 / 205
sky130_fd_sc_hd__ha_1: 396 / 330
sky130_fd_sc_hd__nand2b_1: 47 / 41
sky130_fd_sc_hd__nor2_1: 368 / 314
sky130_fd_sc_hd__o31ai_1: 84 / 67
sky130_fd_sc_hd__xor2_1: 64 / 63
sky130_fd_sc_hd__inv_1: 107 / 92
sky130_fd_sc_hd__ha_4: 0 / 59
sky130_fd_sc_hd__and2_1: 45 / 43
sky130_fd_sc_hd__nand3_1: 89 / 78
sky130_fd_sc_hd__a21oi_2: 5 / 40
sky130_fd_sc_hd__nand2_1: 302 / 269
sky130_fd_sc_hd__a21o_1: 82 / 80
sky130_fd_sc_hd__nor3_1: 230 / 208
sky130_fd_sc_hd__a21oi_1: 241 / 185
sky130_fd_sc_hd__mux2_2: 57 / 46
sky130_fd_sc_hd__or2_2: 63 / 56
sky130_fd_sc_hd__xnor2_1: 123 / 118
sky130_fd_sc_hd__buf_4: 7 / 1858
